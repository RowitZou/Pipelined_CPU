===== config.mk =====
export PLATFORM = sky130hd
export DESIGN_NAME = REG
export DESIGN_NICKNAME = REG
export VERILOG_FILES = /design/flow/design.v
export SDC_FILE = /design/flow/constraint.sdc
export NUM_CORES = 4
export LEC_CHECK = 1
export CORE_UTILIZATION = 40

===== constraint.sdc =====
current_design REG

set clk_period 9.0
set clk_io_pct 0.2

create_clock -name clk0 -period $clk_period [get_ports {clk}]

set non_clock_inputs [all_inputs -no_clocks]
set_input_delay [expr $clk_period * $clk_io_pct] -clock clk0 $non_clock_inputs
set_output_delay [expr $clk_period * $clk_io_pct] -clock clk0 [all_outputs]

===== design.v =====
`timescale 1ns / 1ps
module REG(
    input clk,
    input rst_n,
    input [4:0]   r1_addr,
    input [4:0]	r2_addr,
    input [4:0]	r3_addr,
    input [31:0]  r3_din,
    input r3_wr,
    output  [31:0]	r1_dout,	
    output  [31:0]	r2_dout
    );
  reg [31:0] mem [31:0];
  integer i;
  always @(posedge clk or negedge rst_n)
  begin 
    if(~rst_n)
	 begin
		for(i=0; i<=31;i=i+1)
		  mem[i]<=0;
	 end
	else
	   begin
		if(r3_wr)
	    mem[r3_addr]<= r3_din;
	   else
	    mem[r3_addr]<= mem[r3_addr];
		end
  end
	assign r1_dout = mem[r1_addr];
	assign r2_dout = mem[r2_addr];
endmodule

===== run.sh =====
#!/bin/bash
# OpenROAD 26Q1-2900-gdf79404cd8, Yosys 0.63+post, stock flow scripts
make -C /OpenROAD-flow-scripts/flow DESIGN_CONFIG=/design/flow/config.mk WORK_HOME=/design/flow/orfs finish

==> notes.md <==
Item: results of the latest flow run.

- The run finished with clean final reports.
- The area fraction of the largest cell type after synthesis is 0.453.
- Pins over their slew limit in the final report were tallied at 0.
- The TritonCTS clock tree is built.
- The instance area after placement is 61700 sq um.
- The overall fraction of global-route tracks in use is 0.617.
- The number of buffers created by CTS is 117.
- The worst hold path class is flop to flop.
- The final weighted congestion in routability-driven placement is 1.13.
- In the final report, the number of hold violations comes to 0.
- 114 I/O pins were placed.
- The aggregate global routing overflow is 0.
- The number of enable flip-flop cells is 0.
- The total length of routed wires is 426000 um.
- The final timing report derives a shortest allowable period of 8.52 ns.
- The cell sequence reported for the critical path is clkdlybuf4s50_1 -> nand3b_1 -> nor2_4 -> buf_12 -> buf_4 -> nand2_1 -> nand4_1 -> nor2_1 -> a31oi_1 -> clkdlybuf4s50_1.
- The worst setup path is launched from an input port.
- The post-synth area from yosys stat is 56600 sq um.
- The die extent in x is 378 um.
- For this block, the via count after detailed routing is 64800.
- Of the total synthesized cell area, the portion taken by full adders, half adders and majority gates is 0.
- Of the synthesized area, sequential elements account for 0.453.
- The launch point of the critical path is r1_addr[1].
- The HPWL reported at the end of detailed placement is 274000 um.
- The library cell with the highest instance count after synthesis is dfrtp_1.
- The maximum number of pins on one net before global-route repair is 117.
- Headroom to the max-slew limit came out at 0.0595.
- In this run, the synthesized area fraction spent on xor and xnor cells is recorded as 0.
- The detailed placer reported the number of placed instances as 7851.
- Per the post-route antenna check, the number of violating nets is 0.
- The number of global-route vias before repair came to 60500.
- Per the synth log, the flip-flop and latch total comes to 1024.
- The cell that appears most often on the critical path is clkdlybuf4s50_1.
- The synthesis report lists the Yosys warning total as 2.
- The initial antenna violation count is 57.
- The cell-mix breakdown from Yosys lists the simple-gate area share as 0.152.
- The max-capacitance violation count is 0.
- Of the available clock period, the critical path in the final layout requires 0.946.
- Per the CTS log, the buffer count on the longest clock path is 3.
- Per the repair_timing log after CTS, setup buffers inserted total 0.
- The tool warning count is 44.
- Input and output buffers added on the ports amount to 113.
- The worst setup path is of the input port to output port kind.
- The clock latency of the later-clocked register in the worst-skew pair is 0.78 ns.
- The cell at the root of the clock tree is clkbuf_16.
- On the worst setup and hold paths after CTS, the clock-pin slew comes to 0.06 ns.
- In this run the power density over the cells is 238 nW/um^2.
- The kind of cell adding the most delay to the critical path is buffers and inverters.
- On the worst path, the slowest cell contributes a delay of 1.22 ns.
- The slew at the pin with the worst max-slew slack is 1.41 ns.
- The critical path data required time is 7.20 ns.
- The number of buffer and inverter instances along the worst setup path is 4.
- The largest registers in the layout are mem (1024).
- For this run, the number of standard cells in the final layout without fillers is 8170.
- The core utilization at floorplan is 0.405.
- The endpoint arrival time on the critical path is 6.72 ns.
- Once layout is done, the placed cells without fillers occupy 66100 sq um.
- The largest register by flop count is mem.
- Counting flops with an async set or reset pin after synthesis yields a share of 1.00.
- The end-of-flow timing check tallies setup violations at 0.
- In the final routed layout, each cell accounts on average for 52.1 um.
- The capturing element type of the critical path is an output port.
- Per the synthesis report, the dominant area consumer among library cells is dfrtp_1.
- The hold buffer count at CTS is 0.
- The combinational family with the most area after synthesis is AND-OR/OR-AND gates.
- The synthesized-area fraction occupied by ao, oa, aoi and oai cells is 0.273.
- In the log, the iteration count for the first detailed-route pass is 13.
- The analysis reports a worst IR drop on VDD of 0.203 mV.
- The slowest stage of the critical path is the clkdlybuf4s50_1 cell.
- Setup repair after global routing left no endpoint under its margin.
- The flip-flop count of the largest register after layout is 1024.
- The final setup skew is 0.0337 ns.
- The worst register-to-register path begins at mem[24][7]$_DFFE_PN0N_.
- In this run the full chip footprint comes out at 143000 sq um.
- STA lists the startpoint of the worst hold path as mem[0][4]$_DFFE_PN0N_.
- Per the detail_route report, vias per standard cell equal 7.93.
- The post-detailed-route DRC marker count is 0.
- The highest clock rate is 117 MHz.
- Once the clock tree was built, the resizer swapped 0 gates to a different size.
- The die height is 378 um.
- Looking at the critical path, the highest net fanout was 20.
- By area the synthesized netlist is led by dfrtp_1, a22oi_1, mux2_2, nand2_1, o21ai_1.
- Hold timing on the final database bottoms out at a slack of 0.533 ns.
- Of the cells placed in the final design, the portion with a size suffix greater than 1 is 0.185.
- The first global-routing pass estimated 562000 um of wire.
- The count of routing violations after the opening detailed-route iteration is 9874.
- Ranked by instance count, the synthesized netlist is headed by dfrtp_1, a22oi_1, nand2_1.
- The leakage power in the latest report is 27.5 nW.
- The post-synth design cell area is 56600 sq um.
- Measured against the total synthesized area, the mux share comes to 0.0751.
- According to the floorplan log, the row count is 137.
- The synthesis-to-finish area growth is 16.7%.
- Counting distinct cell types in the post-synthesis netlist gives 84.
- The CTS H-tree depth is 3.
- The average instance area after synthesis is 9.25 sq um.
- The count of instantiated cells in the yosys netlist is 6121.
- For this run, the leading register cell type out of synthesis is dfrtp_1.
- Per the post-synthesis report, the number of cells in the design is 6121.
- The number of clock sinks seen by CTS is 1024.
- Setup total negative slack on the finished layout was measured at 0 ns.
- The area of the core is 140000 sq um.
per-stage QoR:
step	power [mW]	setup WS, ns	utilization
after floorplan	8.37	3.55	-
after global placement	10.3	0.851	0.441
after detailed placement	10.3	0.902	0.441
after CTS	15.4	0.901	0.470
after global routing	16.1	0.653	0.471
final	15.7	0.483	0.472
path summary, 6_finish.rpt:
kind | slack [ns] | endpoint | depth (start not counted)
min in group asynchronous | 0.94 | mem[20][26]$_DFFE_PN0N_ | 1
min reg2reg | 0.53 | mem[0][4]$_DFFE_PN0N_ | 2
min | 0.53 | mem[0][4]$_DFFE_PN0N_ | 2
max in group asynchronous | 5.65 | mem[20][20]$_DFFE_PN0N_ | 4
max reg2reg | 5.67 | mem[20][7]$_DFFE_PN0N_ | 7
max | 0.48 | r1_dout[1] | 10
cell type report:
type                       count  area (sq um)
fill                       13100         73800
multi-input combinational   4455         29500
sequential                  1024         25600
timing repair buffer         484          4220
clock buffer                 162          3390
tap                         1876          2350
clock inverter                55           666
antenna                      102           255
inverter                      12          45.0
cell usage in the layout (no fill, tap or decap), types with 11 or more instances in the layout:
cell,instances
a2111oi_0,49
a21oi_1,93
a221oi_1,99
a222oi_1,22
a22o_1,103
a22oi_1,1001
a31oi_1,43
a32oi_1,19
and3_1,145
and4_1,35
buf_12,26
buf_4,347
bufinv_16,12
clkbuf_1,21
clkbuf_16,122
clkbuf_8,19
clkdlybuf4s50_1,105
clkinv_2,19
clkinvlp_4,15
dfrtp_1,1024
diode_2,102
inv_1,11
mux2_2,349
mux2i_1,26
nand2_1,918
nand2_2,32
nand2b_1,29
nand3_1,133
nand3b_1,16
nand4_1,164
nor2_1,101
nor2_4,94
nor2b_1,13
nor3_1,51
nor4_1,29
o21ai_0,117
o21ai_1,564
o21ai_2,30
or3_1,13
kinds of logic (layout without fill, tap and decap cells):
family | after synthesis | after routing
buf+inv | 642 | 713
simple gates | 1838 | 1838
flops | 1024 | 1024
compound gates | 2238 | 2238
mux | 379 | 379
other cells | 0 | 102
per-layer routing:
| layer | vias up | GRT usage | wire, um |
|---|---|---|---|
| met2 | 6868 | 0.756 | 161000 |
| li1 | 23400 | - | - |
| met5 | - | 0.0998 | 1850 |
| met3 | 2553 | 0.440 | 74700 |
| met4 | 60 | 0.456 | 41800 |
| met1 | 31800 | 0.732 | 146000 |
power by group:
part / switching [mW] / internal (mW)
sequential: 1.98 / 5.76
combinational: 1.67 / 1.17
clock: 2.17 / 2.97
worst register-to-register path: stages, from the launching register on:
cell     delay [ns]
dfrtp_1        0.47
mux2_4         0.30
a32o_1         0.23
a221o_1        0.30
or4_4          0.51
o32ai_4        0.82
buf_4          0.48
o21ai_2        0.09
Power figures rest on the tool's default switching activity, not on a simulated workload.
