==> ./design.v <==
`timescale 1ns / 1ps
module ALU(
  input  [31:0]alu_a,
  input  [31:0]alu_b,
  input        [4:0]alu_op,
  output   reg [31:0]alu_out
    );
 parameter A_NOP=5'h00;
 parameter A_ADD=5'h01;
 parameter A_SUB=5'h02;
 parameter A_AND=5'h03;
 parameter A_OR =5'h04;
 parameter A_XOR=5'h05;
 parameter A_NOR=5'h06;
 parameter A_ADDU=5'h07;
 parameter A_SUBU=5'h08;
 parameter A_LL  =5'h09;
 parameter A_RR  =5'h0A;
 parameter A_RRU =5'h0B;
 parameter A_SMALL=5'h0C;
 parameter A_SMALLU=5'h0D;
 parameter A_LUI  =5'h0E;
 wire signed [31:0]alu_A_signed;
 wire signed [31:0]alu_B_signed;
 assign alu_A_signed = alu_a;
 assign alu_B_signed = alu_b;
 always @(*)
 begin
 case(alu_op)
	A_ADD:  alu_out=alu_A_signed+alu_B_signed;
	A_SUB:  alu_out=alu_A_signed-alu_B_signed;
	A_AND:  alu_out=alu_a&alu_b;
	A_OR:   alu_out=alu_a|alu_b;
	A_XOR:  alu_out=alu_a^alu_b;
	A_NOR:  alu_out=~(alu_a|alu_b);
	A_ADDU: alu_out=alu_a+alu_b;
	A_SUBU: alu_out=alu_a-alu_b;
	A_LL:   alu_out=alu_b<<alu_a;
	A_RR:   alu_out=alu_b>>>alu_a;
	A_RRU:  alu_out=alu_b>>alu_a;
	A_SMALL:alu_out=(alu_A_signed<alu_B_signed)?32'd1:32'd0;
	A_SMALLU:  alu_out=(alu_a<alu_b)?32'd1:32'd0;
	A_LUI:  alu_out=alu_b<<16;
	default: alu_out=32'b0;
 endcase
 end
endmodule
==> ./run.sh <==
#!/bin/bash
# OpenROAD 26Q1-2900-gdf79404cd8, Yosys 0.63+post, stock flow scripts
make -C /OpenROAD-flow-scripts/flow DESIGN_CONFIG=/design/flow/config.mk WORK_HOME=/design/flow/orfs finish
==> ./config.mk <==
export PLATFORM = sky130hd
export DESIGN_NAME = ALU
export DESIGN_NICKNAME = ALU
export VERILOG_FILES = /design/flow/design.v
export SDC_FILE = /design/flow/constraint.sdc
export NUM_CORES = 4
export LEC_CHECK = 1
export CORE_UTILIZATION = 50
==> ./constraint.sdc <==
current_design ALU

set clk_period 19.0
set clk_io_pct 0.2

create_clock -name clk0 -period $clk_period

set non_clock_inputs [all_inputs -no_clocks]
set_input_delay [expr $clk_period * $clk_io_pct] -clock clk0 $non_clock_inputs
set_output_delay [expr $clk_period * $clk_io_pct] -clock clk0 [all_outputs]
==> summary.txt <==
maximum resistive drop on vdd - 0.0175 mV
crit path kind - in -> out
fillers - 2201
Setup Viol. Count Final - 0
vias in the first global route - 12910
yosys aoi share - 35.9%
Seq share, synth - 0%
slew margin rel. - 36.5%
Mean Syn Cell Area - 6.71 µm²
Static Leak - 5.14 nW
final WL - 52.4 mm
proportion of layout cells with a drive suffix above 1 - 7.74%
Final period util - 69.4%
Netlist Area Pre-Place - 11400 µm²
Multiplexer share - 14.1%
Tmin final - 13.19 ns
Top delay family on crit path - AND-OR/OR-AND gates
CP startpoint kind - input pin
status - complete, no violations
Port Buffers - 101
Cell Int Power - 0.000144 W
post-synthesis instance total - 1699
cell type with the largest total area - ha_1
Slowest Stage Delay on Critical Path - 0.73 ns
core area - 22100 µm²
# DRC - 0
Max-area cell share - 13.9%
synth warn - 1
hpwl dp - 39.1 mm
Chip Area, Yosys - 11400 µm²
Global Route Usage Sum - 44.7%
Adder Share, Synth - 14.5%
die height - 153 µm
Largest cells by area - ha_1 (14%), mux4_2 (8.1%), a21oi_1 (7.0%), o21ai_0 (5.7%), nor2_1 (5.4%)
share of power burned in registers - 0%
Post-CTS Setup Bufs - 0
flip-flops - 0
# Cells Yosys - 1699
yosys xor share - 5.38%
vias - 14110
Flop area - 0 µm²
Hold Buf Count CTS - 0
max-slew violations - 0
setup TNS - 0 ns
Unique cell types - 81
Synth Area in Simple Gates - 21.4%
initial antenna violation count - 3
Cell Rows - 54
RSZ-0062 raised after global routing - no
Die Area - 23400 µm²
Hold WC Path Type - in -> out
# resized after CTS - 0
PwrDens - 28.8 nW/µm²
ANT nets after route - 0
pin count of the biggest net entering global routing - 62
DR vias/cell - 7.14
clk_buf instances - 0
power share of the clock group - 0%
first-pass GRT wire length - 78.5 mm
Power Total - 0.000360 W
Worst Hold End - alu_out[1]
drt pass-1 iters - 8
Placer Congestion - 1.05
Slew @ Worst Pin - 0.950 ns
FMAX - 75.8 MHz
crit-path cells - clkdlybuf4s50_1, inv_1, ha_1, nand3_1, or4_1, nand2b_1, o31ai_1, xnor2_1, ha_1, a21oi_1, o21bai_1, a21oi_1, o21ai_0, a31o_2, a31oi_1, xor2_1, o221ai_1, a211o_1, clkdlybuf4s50_1
Gate Area - 10400 µm²
Combinational Power Share - 100.0%
Worst EP arrival - 9.39 ns
comb area leader - AND-OR/OR-AND gates
CP Capture Type - output port
Die Wd - 153 µm
Worst Path Max Fanout - 12
Hold Path Stages - 5
Net Sw Power - 0.000216 W
initial DRC count - 1730
worst endpoint required time - 15.20 ns
DR WL/cell - 26.5 µm
final number of hold-violating endpoints - 0
Crit-path slowest cell - clkdlybuf4s50_1
Initial Utilization - 51.6%
Congestion Overflow GR - 0
hold_sp - alu_a[1]
IO Count - 101
max_cap viols - 0
Area Growth Syn to Fin - 9.57%
CP Buf/Inv Count - 3
switching part of the total - 59.9%
OpenROAD warning count - 97
## area by class of cell
type,instances,area share (%)
diodes,2,0.0400
inverters,102,3.06
multi-input cells,1446,83.6
well taps,280,2.80
repair buffers,145,10.5
## logic make-up after synthesis
group,Yosys count
adder cells (fa/ha/maj),130
multiplexers,108
AND-OR/OR-AND,618
XOR/XNOR,70
AND/OR/NAND/NOR,520
buffers and inverters,253
## worst max-delay path by stage
stage / cells after the start / slack (ns) / from / endpoint
5_1_grt: 19 / 5.48 / alu_b[1] / alu_out[30]
6_report: 19 / 5.81 / alu_b[1] / alu_out[23]
4_1_cts: 19 / 6.00 / alu_b[1] / alu_out[23]
## cell usage after synthesis (all sizes together) (15+ instances only)
cell type / number
xnor2: 61
a211oi: 29
inv: 99
a31oi: 22
mux4: 41
ha: 127
nand2b: 16
o31ai: 22
a21oi: 161
nand2: 149
o211ai: 28
nor2b: 15
nand3: 39
a222oi: 15
nor4: 22
a221oi: 21
clkbuf: 112
o22ai: 20
nor3: 40
o21bai: 19
mux2i: 54
o221ai: 16
buf: 39
a21o: 37
nor2: 163
and3: 21
o21ai: 133
## routing by layer
layer / track usage (%) / up-vias / part of all wire [%]
met5: 0.621 / - / 0
met4: 26.7 / 0 / 7.5
met3: 14.0 / 278 / 13
met2: 65.2 / 1085 / 41
met1: 58.2 / 6392 / 38
li1: - / 6355 / -
## power by group through the flow
| stage | combinational [W] | sequential (W) | clock (W) |
|---|---|---|---|
| 4_1_cts | 0.000349 | 0 | 0 |
| 6_report | 0.000360 | 0 | 0.00000000000801 |
| 5_1_grt | 0.000385 | 0 | 0 |
## through the flow
stage | cells | cell area (µm²) | setup WS (ns) | hold WS (ns) | util, %
final | 1975 | 12500 | 5.81 | 8.78 | 56.6
after global placement | 1973 | 12500 | 6.07 | 8.76 | 56.5
after detailed placement | 1973 | 12500 | 6.02 | 8.76 | 56.5
after global routing | 1973 | 12500 | 5.48 | 8.84 | 56.5
after floorplan | 1699 | 11400 | 7.85 | 7.78 | -
after CTS | 1973 | 12500 | 6.00 | 8.76 | 56.5
## layout by cell type (no fill, tap or decap), drive strengths merged, types with 21 or more instances in the layout
cell	count
a211oi	29
a21o	37
a21oi	161
a221oi	21
a31oi	22
and3	21
buf	50
clkdlybuf4s50	95
ha	127
inv	99
mux2i	54
mux4	41
nand2	149
nand3	39
nor2	163
nor3	40
nor4	22
o211ai	28
o21ai	133
o31ai	22
xnor2	61
Power figures rest on the tool's default switching activity, not on a simulated workload.
