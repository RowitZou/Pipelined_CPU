**flow/config.mk**
```make
export PLATFORM = sky130hd
export DESIGN_NAME = E_RegFile
export DESIGN_NICKNAME = E_RegFile
export VERILOG_FILES = /design/flow/design.v
export SDC_FILE = /design/flow/constraint.sdc
export NUM_CORES = 4
export LEC_CHECK = 1
export CORE_UTILIZATION = 40
```
**flow/constraint.sdc**
```tcl
current_design E_RegFile

set clk_period 1.0
set clk_io_pct 0.2

create_clock -name clk0 -period $clk_period [get_ports {clk}]

set non_clock_inputs [all_inputs -no_clocks]
set_input_delay [expr $clk_period * $clk_io_pct] -clock clk0 $non_clock_inputs
set_output_delay [expr $clk_period * $clk_io_pct] -clock clk0 [all_outputs]
```
**flow/design.v**
```verilog
`timescale 1ns / 1ps
module E_RegFile(
   input clk,
	input FlushE,
	input RegWriteD,
	input MemtoRegD,
	input MemWriteD,
	input [3:0]ALUControlD,
	input ALUSrcD,
	input RegDstD,
	input [31:0]RD1,
	input [31:0]RD2,
	input [4:0]RsD,
	input [4:0]RtD,
	input [4:0]RdD,
	input [15:0]extend,
	output reg RegWriteE,
	output reg MemtoRegE,
	output reg MemWriteE,
	output reg [3:0]ALUControlE,
	output reg ALUSrcE,
	output reg RegDstE,
	output reg [31:0]RD1_out,
	output reg [31:0]RD2_out,
	output reg [4:0]RsE,
	output reg [4:0]RtE,
	output reg [4:0]RdE,
	output reg [15:0]extend_out
    );
	always@(posedge clk)
	begin
	   if(FlushE)
		  begin 
		    RegWriteE <= 0;
			 MemtoRegE <= 0;
		    MemWriteE <= 0;
			 ALUControlE <= 4'd0;
			 ALUSrcE   <= 0;
			 RegDstE   <= 0;
			 RD1_out   <= 32'd0;
			 RD2_out   <= 32'd0;
			 RsE       <= 5'd0;
			 RtE       <= 5'd0;
			 RdE       <= 5'd0;
			 extend_out<= 16'h0;
		  end
	  else
	     begin
		    RegWriteE <= RegWriteD;
			 MemtoRegE <= MemtoRegD;
		    MemWriteE <= MemWriteD;
			 ALUControlE <= ALUControlD;
			 ALUSrcE   <= ALUSrcD;
			 RegDstE   <= RegDstD;
			 RD1_out   <= RD1;
			 RD2_out   <= RD2;
			 RsE       <= RsD;
			 RtE       <= RtD;
			 RdE       <= RdD;
			 extend_out<= extend;
		  end
	end
endmodule
```
**flow/run.sh**
```bash
#!/bin/bash
# OpenROAD 26Q1-2900-gdf79404cd8, Yosys 0.63+post, stock flow scripts
make -C /OpenROAD-flow-scripts/flow DESIGN_CONFIG=/design/flow/config.mk WORK_HOME=/design/flow/orfs finish
```
==> node_exporter_impl.prom <==
# HELP chip_impl_metric Physical implementation figures
# TYPE chip_impl_metric gauge
chip_impl_info{name="status",value="finished, final reports clean"} 1
chip_impl_info{name="whs_endpoint",value="RD2_out[25]$_SDFF_PP0_"} 1
chip_impl_metric{name="die_height",unit="µm"} 85.7
chip_impl_metric{name="routed-via-count",unit=""} 2140
chip_impl_metric{name="yosysCellCount",unit=""} 219
chip_impl_metric{name="synth-warning-count",unit=""} 1
chip_impl_info{name="grt_setup_unrepaired",value="true"} 1
chip_impl_metric{name="enable_flop_cells",unit=""} 0
chip_impl_info{name="netlist_logic_family_top",value="simple AND/OR/NAND/NOR gates"} 1
chip_impl_metric{name="dpl.hpwl",unit="mm"} 5.11
chip_impl_metric{name="ys_ff",unit=""} 104
chip_impl_metric{name="relSlewSlack",unit=""} 0.838
chip_impl_metric{name="cp_max_fo",unit=""} 1
chip_impl_metric{name="drtPass1Iterations",unit=""} 4
chip_impl_info{name="hp-class",value="input pin to flip-flop"} 1
chip_impl_metric{name="seq_area_frac_synth",unit=""} 0.742
chip_impl_metric{name="leakage",unit="nW"} 2.12
chip_impl_metric{name="cts-htree-levels",unit=""} 3
chip_impl_metric{name="cts_setup_buffers",unit=""} 0
chip_impl_metric{name="track_usage",unit=""} 0.188
chip_impl_metric{name="holdPathStages",unit=""} 3
chip_impl_metric{name="synthSimpleGateAreaFrac",unit=""} 0.232
chip_impl_metric{name="final_layout_size_suffix_gt1_frac",unit=""} 0.304
chip_impl_metric{name="numPortBuffers",unit=""} 209
chip_impl_metric{name="antenna_violations_before_repair",unit=""} 0
chip_impl_metric{name="cts.reportedPaths.clkPinSlew",unit="ns"} 0.09
chip_impl_metric{name="grt_pass1_vias",unit=""} 2071
chip_impl_metric{name="mux_area_frac",unit=""} 0
chip_impl_metric{name="grt_use_met3",unit=""} 0.0801
chip_impl_metric{name="cts_sinks",unit=""} 104
chip_impl_info{name="primary_flip_flop_cell_chosen_by_synthesis_mapping",value="sky130_fd_sc_hd__dfxtp_1"} 1
chip_impl_metric{name="finalCoreUtilization",unit=""} 0.689
chip_impl_info{name="synthTopCellsByCount",value="sky130_fd_sc_hd__dfxtp_1, sky130_fd_sc_hd__nor2b_1, sky130_fd_sc_hd__buf_4"} 1
chip_impl_metric{name="synthXorXnorAreaFrac",unit=""} 0
chip_impl_metric{name="drc_errors",unit=""} 0
chip_impl_metric{name="grt.met1_usage",unit=""} 0.242
chip_impl_metric{name="slew_violations",unit=""} 0
chip_impl_metric{name="total_wire_length_after_detailed_routing",unit="mm"} 6.81
chip_impl_metric{name="grt_use_met2",unit=""} 0.308
chip_impl_metric{name="critical_path_arrival",unit="ns"} 0.77
chip_impl_metric{name="coreArea",unit="µm²"} 6790
chip_impl_metric{name="synth.top_cell.area_share",unit=""} 0.742
chip_impl_metric{name="synthesis.area_per_instance",unit="µm²"} 12.8
chip_impl_metric{name="tritoncts.num_buffers",unit=""} 9
chip_impl_metric{name="post-route-min-period",unit="ns"} 0.973
chip_impl_metric{name="n_antenna_cell",unit=""} 0
chip_impl_metric{name="dieWidth",unit="µm"} 85.7
chip_impl_info{name="root_buffer",value="sky130_fd_sc_hd__clkbuf_8"} 1
chip_impl_metric{name="fillCellCount",unit=""} 519
chip_impl_metric{name="fin_tns_setup",unit="ns"} 0
chip_impl_metric{name="max_cap_violations",unit=""} 0
chip_impl_metric{name="gate_count_of_the_mapped_netlist",unit=""} 219
chip_impl_metric{name="syn2layout_area_growth",unit="%"} 66.8
chip_impl_metric{name="timing_worst_slew_pin_value",unit="ns"} 0.243
chip_impl_metric{name="clock_tree.buffer_depth",unit=""} 2
chip_impl_info{name="crit_path_cell_trace",value="buf_2"} 1
chip_impl_metric{name="buffers_inverters_on_critical_path",unit=""} 1
chip_impl_metric{name="async_reset_ff_frac",unit=""} 0
chip_impl_metric{name="grt_pass1_wl",unit="mm"} 10.4
chip_impl_metric{name="cp.required",unit="ns"} 0.80
chip_impl_info{name="worst_path_max_delay_cell",value="sky130_fd_sc_hd__dfxtp_2"} 1
chip_impl_info{name="worstSetupEndpointType",value="output pin"} 1
chip_impl_metric{name="synth.cell_area",unit="µm²"} 2810
chip_impl_info{name="timing_worst_setup_path_type",value="flip-flop to output pin"} 1
chip_impl_metric{name="antenna_left",unit=""} 0
chip_impl_metric{name="finalSetupViolations",unit=""} 0
chip_impl_info{name="grt_busiest_layer",value="met2"} 1
chip_impl_info{name="critPathTopFamily",value="flip-flops"} 1
chip_impl_metric{name="rows",unit=""} 30
chip_impl_metric{name="adder_share",unit=""} 0
chip_impl_metric{name="synth.yosys.chip_area",unit="µm²"} 2810
chip_impl_metric{name="yosys.cell_types.count",unit=""} 4
chip_impl_metric{name="die-area",unit="µm²"} 7350
chip_impl_metric{name="top_level_ports",unit=""} 210
chip_impl_metric{name="drt-wirelength-per-cell",unit="µm"} 12.8
chip_impl_metric{name="irDropWorstVdd",unit="µV"} 865
chip_impl_metric{name="worst_path_largest_cell_delay",unit="ns"} 0.32
chip_impl_metric{name="warnings",unit=""} 27
chip_impl_info{name="hold_path.startpoint",value="FlushE"} 1
chip_impl_metric{name="drt-initial-drc-count",unit=""} 30
chip_impl_metric{name="power_density",unit="nW/µm²"} 1620
chip_impl_metric{name="grt_overflow_total",unit=""} 0
chip_impl_metric{name="fmax",unit="MHz"} 1030
chip_impl_metric{name="total_power_after_layout",unit="mW"} 7.56
chip_impl_metric{name="maximum_number_of_pins_on_one_net_before_global_route_repair",unit=""} 58
chip_impl_info{name="ys_top_cells_by_area",value="sky130_fd_sc_hd__dfxtp_1, sky130_fd_sc_hd__nor2b_1, sky130_fd_sc_hd__buf_4, sky130_fd_sc_hd__buf_2"} 1
chip_impl_info{name="synthDominantAreaCellType",value="sky130_fd_sc_hd__dfxtp_1"} 1
chip_impl_info{name="tritoncts",value="done"} 1
chip_impl_metric{name="gpl.final_weighted_congestion",unit=""} 0.771
chip_impl_metric{name="cts_hold_buffers",unit=""} 0
chip_impl_metric{name="hold_viol",unit=""} 0
chip_impl_metric{name="core_util_floorplan",unit=""} 0.413
chip_impl_metric{name="drt-vias-per-instance",unit=""} 4.02
chip_impl_metric{name="synth.cellmix.compoundShare",unit=""} 0
chip_impl_metric{name="layout_worst_path_cycle_share",unit=""} 0.973
chip_impl_info{name="cp_launch_type",value="flip-flop"} 1
[area by class of cell]
class / instances / area [µm²] / area share
sequential: 104 / 2090 / 0.447
timing repair buffer: 213 / 1630 / 0.348
multi-input combinational: 104 / 651 / 0.139
clock buffer: 12 / 155 / 0.0332
tap: 96 / 120 / 0.0257
clock inverter: 4 / 28.8 / 0.00615
[kinds of logic (layout without fill, tap and decap cells)]
logic type / after synthesis / in the layout
DFF: 104 / 104
and+or+nand+nor: 104 / 104
buffers and inverters: 11 / 229
[metal layers]
layer,up-vias,routed length (µm)
met5,-,0
met4,0,117
met3,10,898
met2,129,3120
met1,923,2680
li1,1078,-
[worst max path at each step]
stage / endpoint / cells past startpoint / slack, ns / start
final: RD1_out[21] / 1 / 0.03 / RD1_out[21]$_SDFF_PP0_
after global routing: RD1_out[21] / 1 / -0.02 / RD1_out[21]$_SDFF_PP0_
after CTS: RD2_out[9] / 1 / 0.002 / RD2_out[9]$_SDFF_PP0_
[stage by stage]
stage          cells  area (µm²)  hold slack, ns  setup WS (ns)
2_1_floorplan    219        2810           0.328          0.352
3_3_place_gp     517        5000           0.573         0.0152
3_5_place_dp     517        5000           0.585         0.0132
4_1_cts          533        4660           0.202        0.00202
5_1_grt          533        4680           0.207        -0.0199
6_report         533        4680           0.221         0.0271
[repair_timing]
action | 4_1_cts | 5_1_grt
resized | 322 | 7
setup endpoints to repair | 104 | 35
pin swaps | 0 | 0
[placed cells by master, fill, tap and decap left out, drive strengths merged]
cell type,n
clkinvlp,2
nor2b,104
clkinv,2
dfxtp,104
clkbuf,12
clkdlybuf4s50,104
buf,109
[sequential cells by signal (all words and copies together), names as in the netlist, 4 cells and up]
register,cells
RsE,5
extend_out,16
ALUControlE,4
RtE,5
RD1_out,32
RdE,5
RD2_out,32
[report_power, final]
| part | internal [mW] | switching (mW) | leakage, nW | total, mW |
|---|---|---|---|---|
| Sequential | 4.36 | 0.0428 | 0.869 | 4.41 |
| Clock | 1.04 | 1.31 | 0.0886 | 2.35 |
| Combinational | 0.612 | 0.187 | 1.16 | 0.799 |
Power is estimated from default activity; no workload was simulated.
